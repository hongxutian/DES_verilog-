==> run.sh <==
#!/bin/bash
# OpenROAD 26Q1-2900-gdf79404cd8, Yosys 0.63+post, stock flow scripts
make -C /OpenROAD-flow-scripts/flow DESIGN_CONFIG=/design/flow/config.mk WORK_HOME=/design/flow/orfs finish
==> config.mk <==
export PLATFORM = sky130hd
export DESIGN_NAME = SAU
export DESIGN_NICKNAME = SAU
export VERILOG_FILES = /design/flow/design.v
export SDC_FILE = /design/flow/constraint.sdc
export NUM_CORES = 4
export LEC_CHECK = 1
export CORE_AREA = 10 10 108 108
export DIE_AREA = 0 0 118 118
==> constraint.sdc <==
current_design SAU

set clk_period 2.8
set clk_io_pct 0.2

create_clock -name clk0 -period $clk_period [get_ports {clk}]

set non_clock_inputs [all_inputs -no_clocks]
set_input_delay [expr $clk_period * $clk_io_pct] -clock clk0 $non_clock_inputs
set_output_delay [expr $clk_period * $clk_io_pct] -clock clk0 [all_outputs]
==> design.v <==
`timescale 1ns / 1ps
module SAU(
	input 								clk,
	input									en,
	input 			[7:0]				din,
	input									sin,
	output	reg	[7:0]				dout,
	output	reg						sout,
	output	reg						infl,
	output	reg						outfl
    );
reg 	[3:0] 	cnt;
reg	[7:0]    doc;
reg	[7:0] 	dic;
always @(negedge clk,negedge en) begin
	if(en == 1'b0) begin
		doc <= 8'hff;
	end
	else begin
		doc[cnt] <= sin;
	end
end
always @(posedge clk,negedge en) begin
	if(en == 1'b0) begin
		dic <= 8'hff;
	end
	else if(cnt == 4'd7) begin
		dic <= din;
	end
end
always @(posedge clk,negedge en) begin
	if(en == 1'b0) begin
		sout <= 1'b1;
	end
	else begin
		sout <= dic[cnt];
	end
end
always @(negedge clk,negedge en) begin
	if(en == 1'b0) begin
		cnt <= 4'd0;
	end
	else begin
		if(cnt >= 4'd7) begin
			cnt <= 4'd0;
		end
		else begin
			cnt <= cnt + 1;
		end
	end
end
always @(negedge clk,negedge en) begin
	if (en == 1'b0) begin
		infl <= 1'b0;
		outfl <= 1'b0;
		dout <= 8'h00;
	end
	else begin
		if(cnt == 4'd0) begin
			outfl <= 1'b1;
			dout <= doc;
		end
		else begin
			outfl <= 1'b0;
		end
		if(cnt == 4'd5) begin
			infl <= 1'b1;
		end
		else begin
			infl <= 1'b0;
		end
	end
end
endmodule
==> tab_implementation.tex <==
% Yosys + OpenROAD metrics
\begin{tabular}{lr}
\hline
Metric & Value \\
\hline
\multicolumn{2}{l}{\textbf{Status}} \\
Status & complete, no violations \\
\multicolumn{2}{l}{\textbf{Synth}} \\
Synth Instances & 116 \\
Ys flop type & dfstp\_2 \\
Async set-reset flop share out of synthesis & 100\% \\
Chip area from the yosys synthesis statistics & 1480 µm² \\
Synthesized area per cell & 12.7 µm² \\
Number of flip-flops and latches in the synthesized netlist & 31 \\
Count of library flops with an enable pin & 0 \\
Yosys cell count & 116 \\
Synthesis warning total & 1 \\
Post-synth design cell area & 1480 µm² \\
Register area share after synthesis & 53.9\% \\
Netlist cell types & 37 \\
\multicolumn{2}{l}{\textbf{Floorplan}} \\
Total die size & 13900 µm² \\
Ports placed on the boundary & 22 \\
Area of the core & 9280 µm² \\
Die Ht & 118 µm \\
Die W & 118 µm \\
Cell row count & 35 \\
Floorplan core density & 15.9\% \\
\multicolumn{2}{l}{\textbf{Placed design}} \\
Final HPWL DP & 2210 µm \\
Worst setup slack before clock tree synthesis & -0.229 ns \\
Final weighted congestion in routability-driven placement & 0.886 \\
Cell area reported after detailed placement & 1910 µm² \\
Port Buf Inserts & 21 \\
\multicolumn{2}{l}{\textbf{Clocking}} \\
Hold\_buf cts & 0 \\
Insertion delay at the late pin of the worst-skew pair & 0.35 ns \\
Root Buffer & clkbuf\_8 \\
Number of buffers created by CTS & 5 \\
Buffers from clock root to sink, at most & 2 \\
CTS tree & built \\
Htree depth & 2 \\
CTS Sinks & 31 \\
Clock Pin Slew Worst Setup and Hold Paths & 0.07 ns \\
\multicolumn{2}{l}{\textbf{Layout}} \\
Total non-filler cell area in the finished layout & 2000 µm² \\
Combinational gate area & 647 µm² \\
Area Growth Syn to Fin & 35.1\% \\
Fraction of final layout cells sized beyond drive strength 1 & 41.9\% \\
Flip-flop and latch area & 797 µm² \\
Fill count & 1041 \\
\multicolumn{2}{l}{\textbf{Hold path}} \\
Worst hold path startpoint & cnt[0] \\
Worst hold path cell count & 1 \\
Endpoint of the worst hold path & cnt[0] \\
Path type of the worst min-delay path & flop to flop \\
\multicolumn{2}{l}{\textbf{Power and ir drop}} \\
Register share of total power & 52.7\% \\
Internal power & 0.692 mW \\
Power Dens Cells & 456 nW/µm² \\
Clock share of power & 42.0\% \\
Leakage power figure & 0.815 nW \\
Switch share & 24.1\% \\
Portion of total power attributed to combinational logic & 5.3\% \\
NetSw & 0.219 mW \\
Max IR drop VDD & 0.239 mV \\
\multicolumn{2}{l}{\textbf{Worst setup path}} \\
Worst endpoint data arrival time & 2.98 ns \\
Launch point of the worst reg-to-reg path & cnt[0] \\
Critical path cell sequence & mux4\_2, mux2\_2 \\
Number of buffers and inverters on the critical path & 0 \\
Largest driver fanout on the critical path & 5 \\
Sort of element at the end of the critical path & flop \\
Data required time at the worst endpoint & 3.01 ns \\
CP peak stage delay & 0.51 ns \\
Critical path class & flop to flop \\
Slowest cell on crit path & dfrtn\_1 \\
Worst reg-to-reg path cell count & 2 \\
Register-to-register path setup slack & 0.03 ns \\
R2R Path End & sout \\
Kind of cell adding the most delay to the critical path & multiplexers \\
CP startpoint kind & flop \\
\multicolumn{2}{l}{\textbf{Drt}} \\
Count of unresolved DRC violations after routing & 0 \\
Via count & 1031 \\
Number of optimization iterations in the first detailed-route pass & 4 \\
Antenna Nets Post-Route & 0 \\
\# diodes & 0 \\
Total Routed Length & 3030 µm \\
Detailed router's first-iteration violation count & 51 \\
Vias/cell & 3.57 \\
Routed wirelength normalized by instance count & 10.5 µm \\
\multicolumn{2}{l}{\textbf{GRT}} \\
Antenna violations before repair & 0 \\
Maximum number of pins on one net before global-route repair & 32 \\
Total track usage & 4.64\% \\
Global-route wire length before repair & 5510 µm \\
Via count of the first global-routing pass & 1155 \\
GRT overflow & 0 \\
\multicolumn{2}{l}{\textbf{Timing}} \\
Worst slew slack as a fraction of its limit & 66.7\% \\
Worst clock skew on the final layout & 0.0629 ns \\
Setup violators final & 0 \\
Setup WS post-layout & 0.0293 ns \\
Final hold violation count & 0 \\
Final tally of max-slew violations & 0 \\
Worst Tran Pin Value & 0.499 ns \\
RSZ-0062 raised after global routing & true \\
\multicolumn{2}{l}{\textbf{Run}} \\
Max-cap violations & 0 \\
Tool warning count & 40 \\
\hline
\end{tabular}
-- Yosys cell counts, types with 2 or more instances --
library cell  number  area, µm²
mux2_2            17        191
o211ai_1           5       37.5
ha_1               6       75.1
a21oi_1            3       15.0
nand3_1            5       25.0
nand2b_1           3       18.8
mux4_2             2       45.0
nor2_1             5       18.8
nand2_1            4       15.0
nor2b_1            2       12.5
clkbuf_1           3       11.3
inv_1              5       18.8
dfrtn_1           14        350
nor3b_1            2       15.0
dfstp_2           17        447
and2_1             2       12.5
-- power groups by stage --
stage,combinational [mW],sequential [mW],clock (mW)
final,0.0485,0.481,0.383
after CTS,0.0501,0.481,0.398
after global routing,0.0550,0.483,0.438
-- worst register-to-register path, cell delays in order (launching register included) --
cell and delay (ns):
dfrtn_1 0.51, mux4_2 0.52, mux2_2 0.27
-- cell type report --
cell class	instances	share of cell area, %
clock inverter	11	2.32
multi-input combinational	76	32.4
sequential	31	39.9
clock buffer	5	3.44
tap	129	8.08
inverter	4	0.751
timing repair buffer	33	13.1
-- sequential cells by signal, indices dropped and copies added (netlist names) --
| signal | flops |
|---|---|
| doc | 8 |
| cnt | 4 |
| outfl | 1 |
| infl | 1 |
| sout | 1 |
| dic | 8 |
| dout | 8 |
-- metrics by stage --
step	power, mW	hold WS (ns)	std cells	utilization, %	setup TNS (ns)
after floorplan	0.519	0.412	116	-	-0.333
after global placement	0.560	0.455	270	20.5	-1.51
after detailed placement	0.561	0.457	270	20.5	-1.67
after CTS	0.929	0.453	288	21.4	0
after global routing	0.975	0.468	289	21.5	-0.446
final	0.912	0.443	289	21.5	0
-- how the worst max path moves through the flow --
stage / start / end / slack, ns / cells after the start
final: cnt[0] / sout / 0.03 / 2
after global routing: cnt[0] / sout / -0.06 / 2
after CTS: cnt[0] / sout / 0.006 / 2
-- layout by cell type, fill, tap and decap left out, drive strengths merged, types with 2 or more instances in the layout --
cell           Yosys  layout
buf                1      22
mux2              18      18
dfstp             17      17
dfrtn             14      14
inv                5      13
clkdlybuf4s50      0      11
ha                 6       6
nor2               5       5
nand3              5       5
o211ai             5       5
clkbuf             3       5
nand2              4       4
nand2b             3       3
a21oi              3       3
nor3b              3       3
nor2b              2       2
and2               2       2
mux4               2       2
clkinv             0       2
o311ai             2       2
-- repair_timing --
item	CTS	global route
hold endpoints to repair	0	0
endpoints found under the setup margin	11	12
buffers inserted	3	1
resized	33	0
-- logic make-up after synthesis --
group,synth area share [%]
flops,53.9
xor+xnor,0.592
mux,16.8
compound gates,8.97
fa+ha+maj,5.08
simple gates,12.4
buf+inv,2.37
-- metal layers --
layer  global-route usage [%]  routed length, µm  vias to the layer above
met1                     6.35               1480                      498
met5                        0                  0                        -
met3                     1.36                148                        2
met4                    0.927                 28                        0
li1                         -                  -                      508
met2                     7.13               1360                       23
Power and IR drop assume default switching activity.
